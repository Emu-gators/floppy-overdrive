`design/flow/config.mk`:
```
export PLATFORM = sky130hd
export DESIGN_NAME = ctrl_circ
export DESIGN_NICKNAME = ctrl_circ
export VERILOG_FILES = /design/flow/design.v
export SDC_FILE = /design/flow/constraint.sdc
export NUM_CORES = 4
export LEC_CHECK = 1
export CORE_AREA = 10 10 89 89
export DIE_AREA = 0 0 99 99
```
`design/flow/run.sh`:
```
#!/bin/bash
# OpenROAD 26Q1-2900-gdf79404cd8, Yosys 0.63+post, stock flow scripts
make -C /OpenROAD-flow-scripts/flow DESIGN_CONFIG=/design/flow/config.mk WORK_HOME=/design/flow/orfs finish
```
`design/flow/design.v`:
```
module ctrl_circ(
    input wire clk,
    input wire rst,
    input wire dens_sel,         
    input wire in_use,           
    output wire index,           
    input wire [3:0] drive_sel,  
    input wire motor_on,         
    input wire dir_sel,          
    input wire step,             
    output wire track_0,         
    output wire wr_protect,      
    output wire ready,           
    output wire spin_en,         
	output wire spin_ss,         
    output wire [3:0] step_drv,  
    input wire ind_sens,  
    input wire t00_sens,  
    input wire wpr_sens,  
	input wire dsk_sens,  
    output wire front_LED,  
	output wire dsk_LED  
);
    localparam DRIVE_NUM = 1;  
    wire enable = ~drive_sel[DRIVE_NUM];  
    step_driver_deb U_DRIVER(
        .clk(clk),
        .rst(rst),
        .step(step),
        .dir(dir_sel),
        .tr0(t00_sens),
        .en(enable),
        .coils(step_drv)
    );
    assign spin_en = ~motor_on;  
    assign spin_ss = dens_sel;  
    assign index = ~(~ind_sens & enable);  
    assign track_0 = ~(t00_sens & enable);
    assign wr_protect = ~(wpr_sens & enable);
    assign ready = 1'b0;  
    assign front_LED = spin_en;  
    assign dsk_LED = dsk_sens;
endmodule
module step_driver_deb(
	input wire clk,
	input wire rst,
	input wire step,
	input wire dir,
	input wire tr0,
	input wire en,
	output wire [3:0] coils
	);
	localparam DELAY_COUNT = 8'd500;  
	reg [3:0] coil_state_r, next_coil; 
	assign coils = coil_state_r;
	reg [7:0] count_r, next_count;
	localparam LOAD  = 3'b000;
	localparam START = 3'b001;
	localparam COUNT = 3'b010;
	localparam CHECK = 3'b011;
	localparam WAIT  = 3'b100;
	localparam STEP  = 3'b101;
	reg [2:0] state_r, next_state;
	reg step_del_r, step_r;
	reg dir_del_r, dir_r;
	always @(posedge clk, posedge rst) begin
		if(rst == 1'b1) begin
			coil_state_r <= 4'b0001;
			state_r <= 3'b000;
			count_r <= 8'b00000000;
			step_del_r <= 1'b1;
			step_r <= 1'b1;
			dir_del_r <= 1'b1;
			dir_r <= 1'b1;
		end else begin
			state_r <= next_state;
			coil_state_r <= next_coil;
			count_r <= next_count;
			step_del_r <= step;
			step_r <= step_del_r;
			dir_del_r <= dir;
			dir_r <= dir_del_r;
		end
	end
	always @* begin
		next_state = state_r;
		next_coil = coil_state_r;
		next_count = count_r;
		case(state_r)
			LOAD: begin  
				next_coil = 4'b0001;
				next_state = START;
			end
			START: begin
				if((en == 1'b1) && (step_r == 1'b0)) begin  
					next_state = COUNT;  
					next_count = DELAY_COUNT;  
				end
			end
			COUNT: begin
				if(count_r == 8'd0) begin  
					next_state = CHECK;  
				end else begin
					next_count = count_r - 8'b00000001;  
				end
			end
			CHECK: begin
				if(step_r == 1'b1) begin  
					next_state = START;  
				end else begin
					next_state = WAIT;  
				end
			end
			WAIT: begin
				if(step_r == 1'b1) begin  
					next_state = STEP;  
				end
			end
			STEP: begin
				if(dir_r == 1'b0) begin  
					case(coil_state_r)
						4'b0001: next_coil = 4'b0010;
						4'b0010: next_coil = 4'b0100;
						4'b0100: next_coil = 4'b1000;
						4'b1000: next_coil = 4'b0001;
						default: next_coil = 4'b0001;
					endcase
				end else if(dir_r == 1'b1) begin  
					case(coil_state_r)
						4'b0001: next_coil = 4'b1000;
						4'b0010: next_coil = 4'b0001;
						4'b0100: next_coil = 4'b0010;
						4'b1000: next_coil = 4'b0100;
						default: next_coil = 4'b0001;
					endcase
				end
				next_state = START;  
			end
			default: begin  
				next_state = START;  
				next_count = 8'b0;  
			end
		endcase
	end
endmodule  
```
`design/flow/constraint.sdc`:
```
current_design ctrl_circ

set clk_period 2.4
set clk_io_pct 0.2

create_clock -name clk0 -period $clk_period [get_ports {clk}]

set non_clock_inputs [all_inputs -no_clocks]
set_input_delay [expr $clk_period * $clk_io_pct] -clock clk0 $non_clock_inputs
set_output_delay [expr $clk_period * $clk_io_pct] -clock clk0 [all_outputs]
```
==> results_dict.tcl <==
# collected from the flow reports
set metrics [dict create \
    fill_cells 616 \
    dp_hpwl_um 1670 \
    enable_flop_cells 0 \
    crit_fanout 5 \
    hp-class "flop to flop" \
    antenna_found_initial 0 \
    syn_inst 108 \
    yosysSeqAreaShare_pct 50.2 \
    track_usage_pct 4.55 \
    io_buffers 17 \
    ir_worst_vdd_mv 0.490 \
    cp_slowest_cell "clkdlybuf4s50_1" \
    ant_nets 0 \
    cp_common_cell "clkdlybuf4s50_1" \
    yosys_area_um2 1110 \
    synth.cell_area_um2 1110 \
    vias_per_cell 4.28 \
    first_global_vias 831 \
    tool_warnings 29 \
    dieArea_um2 9800 \
    power_density_nw_per_um2 657 \
    r2r-end "U_DRIVER.count_r[6]" \
    min_path_cells 0 \
    core_area_um2 5990 \
    crit_buf_inv 2 \
    clock.latency.late_pin_ns 0.26 \
    drive_gt1_share_pct 15.9 \
    cts_buffer_depth 2 \
    worstSetupEndpointType "output pin" \
    crit_type "input port to output pin" \
    hold_ws_ns 0.359 \
    setup.worst_path.start_class "input port" \
    grt_max_degree 23 \
    period_minus_slack_ns 2.13 \
    diodes 0 \
    skew_ns 0.00548 \
    globalplace.congestion 0.790 \
    firstDrtPassIters 4 \
    max_stage_delay_ns 0.45 \
    outcome "complete, no violations" \
    die_x_um 99 \
    drc 0 \
    cts_root_buf "clkbuf_8" \
    ys_ff 22 \
    hold_start "U_DRIVER.dir_del_r" \
    relSlewSlack_pct 66.6 \
    routedWlPerCell_um 11.8 \
    ios 27 \
    comb_area_um2 495 \
    syn_area_per_cell_um2 10.3 \
    post_cts_resize_count 0 \
    yosysWarnings 2 \
    maxCapViolCount 0 \
    row_count 28 \
    required_ns 1.92 \
    p_leak_nw 0.550 \
    seqCellArea_um2 558 \
    drtIter0Drc 127 \
    cts_sinks 22 \
    postCtsSetupRepairBufs 0 \
    min_to "U_DRIVER.dir_r" \
    die_h_um 99 \
    initCoreUtil_pct 18.5 \
    setup_viol 0 \
    postSynth.asyncResetShare_pct 100 \
    r2r_start "U_DRIVER.count_r[1]" \
    hold_viol_final 0 \
    grt_pass1_wl_um 3920 \
    ff2ff_path_depth 7 \
    r2r_slack_ns 0.61 \
    rsz0062_at_grt "no" \
    h-tree-depth 1 \
    grt-ovfl-total 0 \
    max_freq_ghz 0.469 \
    cts_tree "done" \
    synth_stat.cells 108 \
    hold_buffers 0 \
    synth.distinct_cells 38 \
    worstPathArrival_ns 1.65 \
    areaGrowthSynthToFinish_pct 28.4 \
    crit_family "buffers and inverters" \
    fin_setup_tns_ns 0 \
    path_clk_slew_ns 0.08 \
    slew_violations 0 \
    flop_cell "dfrtp_1" \
    vias 860 \
    numCtsBuffers 3 \
    path_cells "clkdlybuf4s50_1, or2_2, clkdlybuf4s50_1" \
    min_period_over_period_pct 88.7 \
    wirelength_um 2370 \
    worst_pin_slew_ns 0.499 \
]
-- Yosys cell counts (all sizes together), types with 2 or more instances --
cell type  number  share of area, %
a22o            3               2.4
nand2           6               2.0
nand4           7               3.9
nor2            6               2.0
o211ai          3               2.0
nor3b           3               2.0
a21oi           2              0.90
buf             5               3.2
mux2i           2               1.8
o21ai           9               4.1
or4             3               2.4
dfstp           6                14
nand3           8               4.5
nor4b           3               2.4
inv             6               2.0
dfrtp          16                36
nand2b          3               1.7
-- final cells by class --
cell class | count | area share (%)
timing repair buffer | 19 | 13.0
sequential | 22 | 39.1
tap | 75 | 6.58
multi-input combinational | 75 | 34.7
inverter | 6 | 1.58
clock buffer | 3 | 2.89
clock inverter | 1 | 2.11
-- through the flow --
stage / instance area [um2] / std cells / power, mW / setup slack, ns / util [%]
floorplan: 1110 / 109 / 0.545 / 0.787 / -
global placement: 1360 / 197 / 0.594 / 0.255 / 22.6
detailed placement: 1360 / 197 / 0.597 / 0.259 / 22.6
CTS: 1430 / 201 / 0.946 / 0.251 / 23.8
global route: 1430 / 201 / 0.990 / 0.197 / 23.8
finish: 1430 / 201 / 0.938 / 0.270 / 23.8
-- routing by layer --
layer | vias up | GRT usage [%] | wire, um
li1 | 431 | - | -
met1 | 398 | 6.60 | 1220
met2 | 27 | 6.81 | 968
met3 | 4 | 1.13 | 134
met4 | 0 | 0.662 | 42
met5 | - | 0 | 0
-- where the power goes --
part,total (mW),switching (mW),internal [mW],leakage (nW)
Combinational,0.146,0.0678,0.0777,0.267
Sequential,0.446,0.0399,0.406,0.248
Clock,0.346,0.124,0.223,0.0357
-- cells by family after synthesis --
family / after synthesis / share of synthesized area, %
and+or+nand+nor: 49 / 28.6
DFF: 22 / 50.2
AOI/OAI and AO/OA: 21 / 12.4
buffers and inverters: 12 / 5.52
muxes: 2 / 1.80
adders and majority gates: 1 / 1.13
other: 1 / 0.338
-- flip-flops by register name, indices dropped and copies added (netlist names) --
| signal | count |
|---|---|
| U_DRIVER.dir_del_r | 1 |
| U_DRIVER.count_r | 8 |
| U_DRIVER.step_del_r | 1 |
| U_DRIVER.dir_r | 1 |
| U_DRIVER.step_r | 1 |
| U_DRIVER.coil_state_r | 4 |
| U_DRIVER.state_r | 6 |
-- how the worst max path moves through the flow --
stage	start	to	slack, ns	cells past startpoint
CTS	drive_sel[1]	index	0.25	3
global route	drive_sel[1]	index	0.20	3
finish	drive_sel[1]	index	0.27	3
-- cell usage in the layout, fill, tap and decap left out --
cell type and n:
a21o_1 1, a21oi_1 2, a22o_1 3, a311oi_1 1
and2_1 1, and2b_2 1, and3_1 1, buf_4 2
bufinv_16 1, clkbuf_8 3, clkdlybuf4s50_1 17, conb_1 2
dfrtp_1 16, dfstp_2 6, ha_1 1, inv_1 5
inv_2 1, mux2i_1 2, nand2_1 6, nand2b_1 3
nand3_1 6, nand3_2 2, nand3b_1 1, nand4_1 7
nand4b_1 1, nand4bb_1 1, nor2_1 6, nor2b_1 1
nor3b_1 3, nor4_2 1, nor4b_1 3, o211ai_1 3
o21ai_0 9, o311ai_0 1, o31a_1 1, or2_2 1
or3_4 1, or4_1 2, or4_4 1
No activity file was given, so power comes from the tool's default toggle rates.
