[/design/flow/run.sh]
#!/bin/bash
# OpenROAD 26Q1-2900-gdf79404cd8, Yosys 0.63+post, stock flow scripts
make -C /OpenROAD-flow-scripts/flow DESIGN_CONFIG=/design/flow/config.mk WORK_HOME=/design/flow/orfs finish
[/design/flow/config.mk]
export PLATFORM = sky130hd
export DESIGN_NAME = step_driver
export DESIGN_NICKNAME = step_driver
export VERILOG_FILES = /design/flow/design.v
export SDC_FILE = /design/flow/constraint.sdc
export NUM_CORES = 4
export LEC_CHECK = 1
export CORE_AREA = 10 10 70 70
export DIE_AREA = 0 0 80 80
[/design/flow/constraint.sdc]
current_design step_driver

set clk_period 1.6
set clk_io_pct 0.2

create_clock -name clk0 -period $clk_period [get_ports {clk}]

set non_clock_inputs [all_inputs -no_clocks]
set_input_delay [expr $clk_period * $clk_io_pct] -clock clk0 $non_clock_inputs
set_output_delay [expr $clk_period * $clk_io_pct] -clock clk0 [all_outputs]
[/design/flow/design.v]
module step_driver(
	input wire clk,
	input wire rst,
	input wire step,
	input wire dir,
	input wire tr0,
	input wire en,
	output wire [3:0] coils
	);
	reg [3:0] coil_state_r;
	assign coils = coil_state_r;
	reg stepdel_r;  
	reg dir_r;  
	always @(posedge clk) begin
		if(rst == 1'b1) begin
			coil_state_r <= 4'b0001;
			stepdel_r <= 1'b1;
			dir_r <= 1'b1;
		end else begin
			if(en && ~stepdel_r && step) begin 
				if(dir_r == 1'b0) begin  
					case(coil_state_r)
						4'b0001: coil_state_r <= 4'b0010;
						4'b0010: coil_state_r <= 4'b0100;
						4'b0100: coil_state_r <= 4'b1000;
						4'b1000: coil_state_r <= 4'b0001;
						default: coil_state_r <= 4'b0001;
					endcase
				end else if(dir_r == 1'b1) begin  
					case(coil_state_r)
						4'b0001: coil_state_r <= 4'b1000;
						4'b0010: coil_state_r <= 4'b0001;
						4'b0100: coil_state_r <= 4'b0010;
						4'b1000: coil_state_r <= 4'b0100;
						default: coil_state_r <= 4'b0001;
					endcase
				end
			end
			else if(en && ~stepdel_r) begin
				dir_r <= dir;
			end
			stepdel_r <= step;
		end
	end
endmodule
==> git commit body <==
Store results of the implementation flow

* P_int: 0.0002610 W
- The final weighted congestion recorded by global placement is 0.7659.
- Per the slew report, the remaining headroom to the max-slew limit stands at between 80% and 90%.
- The layout stage reports a final design area of 480.5 um^2.
* Endpoint, Worst Hold: coil_state_r[1]
- Netlist area before placement: 319.1 um^2
* Sequential fraction of the synthesis area: ~38%
- Relative area change from synthesis to final layout: 50.59%
- At the floorplan stage, the core utilization is reported as 9.341%.
* Maximum fanout count along the critical path: 8
- Fill cells: just over 400
* Reported max-cap violation count: 0
- The final timing report lists a max-slew violation count of 0.
- Clock latency on the worst-skew pair, taken at its later pin, is 0.24 ns.
* Die width: around 80 um
- Count of synthesis-stage warnings from yosys: 1
* Number of buffer cells added on primary ports: 8
* R2r setup slk: 0.58 ns
* Startpoint type of the worst setup path: flop
* Ordered list of cells on the worst path: clkdlybuf4s50_1
- Inserted Diodes: 0
- Via density per instance: 3.133
* Combinational fraction of design power: 10.2%
- TritonCTS built the clock tree.
- Total cells reported by yosys after synthesis: 33
- CP max stage cell: clkdlybuf4s50_1
- In this run, the clock network consumes about two fifths of the power.
* Clock sink total: 6
- The first global-routing pass estimated 1297 um of wire.
- Post-route fraction of the period consumed by the critical path: between 90 and 100%
* Sum of negative setup slack: 0 ns
* Residual antenna-violating net count after detailed routing: 0
* Overall via count from detail_route: 282
* Actual slew at the worst max-slew pin: 0.2604 ns
* Average wire per cell in the routed design: 8.478 um
* Number of global-route vias before repair: 263
- The number of cells on the worst hold path is listed as 2.
- Setup clock skew after layout: ~0.0022 ns
- Synthesized netlist cell count: 33
- Per the final layout report, the fraction of cells sized above drive strength 1 comes to 20.45%.
- In the placement report, post-DP HPWL is listed as 590.8 um.
- The flow ran to the end, and the final reports show no timing, DRC or antenna violations.
* CTS Buf Count: 3
- The core region is between 3000 and 4000 um^2.
* Time the worst path needs with I/O delays and setup: 1.509 ns
- According to the timing report, the data required time at the worst endpoint equals 1.28 ns.
- Leakage power: 0.1548 nW
- First drt pass iteration count: 4
* Synthesized area per cell: 9.668 um^2
- Registers take between 100 and 150 um^2.
- IR Drop Worst-Case VDD: approximately 0.00034 V
- Log Warnings: 26
- Number of DRC violations after detailed-routing iteration 0: 9
- Class of the most critical setup path: reg -> out
- Per the synthesis report, the number of distinct cell types is 19.
- The endpoint identified for the worst register-to-register timing path is coil_state_r[1].
- Fraction of the core area covered by cells at the end of the flow: roughly 14%
* Hold Violations, Final: 0
- The global route stage reports its total congestion overflow as 0.
* Flop and latch count out of synthesis: 6
- Clock buffer depth: 2
* Number of rows in the core area: 21
- During I/O placement, the number of pins put on the boundary was 10.
- Hold wc startpoint: coil_state_r[1]
- The final timing report counts setup violations totalling 0.
* Depth of the worst register-to-register path: 3
- Deepest level of the CTS H-tree: 1
* Proportion of total power due to net switching: 20.95%
- Clock slew at reported path FFs: 0.04 ns
* Unrepaired setup endpoints after global routing: no
* Reg2reg start: coil_state_r[0]
* Maximum clock frequency: 0.6627 GHz
* MI comb area: 198.9 um^2
* Kind of end point of the critical path: primary output
- The script reports the combined buffer and inverter count of the critical path as 1.
* Die area: between 6000 and 7000 um^2
- The OpenROAD report gives the critical path a data arrival time of between 1 and 1.5 ns.
- Initial antenna violation count: 0
- For this run, the chip area from Yosys synthesis comes to 319.1 um^2.
- The cell sitting at the root of the clock tree is a clkbuf_4.
- Floorplan die height: roughly 80 um
- The placed instances occupy a cell area of 456.7 um^2.
* Worst hold path class: reg -> reg
- Top cell family by delay on the critical path: buffers and inverters
- Sequential share of power: 48.4%
- Entering global routing, the biggest net connects 10 pins.
- Pwr Density: 687.2 nW/um^2
- GRT Resource Usage Total: 2.596%
* DRC violations left: 0
* P_sw: 0.00006917 W
* Total wire length after detailed routing: roughly 760 um
- The longest incremental delay of any stage on the critical path is reported as 0.51 ns.
## cell usage after synthesis
cell type,instances,share of area (%)
o311a_1,1,3.1
and2b_1,1,2.4
nand3b_1,1,2.4
a21oi_1,3,4.7
o21ai_2,1,2.7
nand2_1,2,2.4
o21ai_1,1,1.6
nor2b_1,1,2.0
nand3b_2,1,3.5
nand4b_1,1,2.7
o211ai_1,2,4.7
nor3_1,1,1.6
nor3b_1,3,7.1
nor2_2,1,2.0
dfxtp_1,6,38
a211o_1,1,2.7
and3b_1,4,11
nor3b_2,1,3.9
or2_2,1,2.0
## placed cells by master, fill, tap and decap left out, types with 2 or more instances in the layout
| master | n |
|---|---|
| a21oi_1 | 3 |
| dfxtp_1 | 5 |
| clkdlybuf4s50_1 | 8 |
| clkbuf_4 | 3 |
| and3b_1 | 4 |
| o211ai_1 | 2 |
| nand2_1 | 2 |
| nor3b_1 | 3 |
## per-stage QoR
stage	hold WS (ns)	setup slack [ns]	std cells	power [W]
finish	0.5123	0.09095	90	0.0003302
global route	0.5588	0.01707	90	0.0003564
floorplan	0.3891	0.6717	33	0.0001756
CTS	0.5235	0.06328	90	0.0003373
global placement	0.4985	0.1547	87	0.0001956
detailed placement	0.5088	0.1295	87	0.0001964
## layout make-up
type,instances,area share (%)
timing repair buffer,8,16.67
clock buffer,3,4.687
multi-input combinational,27,41.41
sequential,6,25.26
tap,46,11.98
## timing repair
item,4_1_cts,5_1_grt
resized,0,1
hold buffers,0,0
endpoints found under the setup margin,0,1
setup buffers,0,0
## logic make-up (layout without fill, tap and decap cells)
family,after synthesis,after routing,share of synthesized area (%)
AND-OR/OR-AND,9,9,19.60
flip-flops,6,6,37.65
AND/OR/NAND/NOR,18,18,42.75
buffers and inverters,0,11,0
## flip-flops by register name, indices dropped and copies added (netlist names)
name	cells
coil_state_r	4
stepdel_r	1
dir_r	1
## metal layers
metal  up-vias  GRT usage [%]  part of all wire (%)
met5         -              0                     0
met4         0         0.3521                  0.52
met3         2          2.045                    11
li1        150              -                     -
met1       122          3.000                    42
met2         8          3.772                    46
## how the worst max path moves through the flow
stage	from	endpoint	slack, ns	cells after the start
4_1_cts	coil_state_r[2]	coils[2]	0.06	1
5_1_grt	coil_state_r[0]	coils[0]	0.02	1
6_report	coil_state_r[0]	coils[0]	0.09	1
## power by group through the flow
| stage | Sequential (W) | Combinational [W] | Clock, W |
|---|---|---|---|
| CTS | 0.000160 | 0.0000341 | 0.000144 |
| global route | 0.000161 | 0.0000372 | 0.000159 |
| finish | 0.000160 | 0.0000337 | 0.000137 |
Power and IR drop assume default switching activity.
